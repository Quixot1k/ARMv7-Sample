$ cat /design/flow/design.v
`timescale 1ns / 1ps
module ALU(ALU_OP, A, B, Shift_Carry_Out, CF, VF, NZCV, F);
    input [31:0] A;
    input [3:0] ALU_OP;
    input CF;  
    input VF;  
    input  [31:0] B;
    input  Shift_Carry_Out;
    output reg [31:0] F;  
    output reg [3:0] NZCV;  
    reg C32;
    always@(*) begin
    case(ALU_OP)
         4'b0000:begin
            F <= A & B;
            NZCV[1] <= Shift_Carry_Out;
            NZCV[0] <= VF;end
         4'b0001:begin
            F = A ^ B;
            NZCV[1] <= Shift_Carry_Out;
            NZCV[0] <= VF;end
         4'b0010:begin 
            {C32, F} <= A - B;
            NZCV[1] <= ~C32;
            NZCV[0] <= C32 ^ F[31];end
         4'b0011:begin 
            {C32, F} <= B - A;
            NZCV[1] <= ~C32;
            NZCV[0] <= C32 ^ F[31];end
         4'b0100:begin 
            {C32, F} <= A + B;
            NZCV[1] <= C32;
            NZCV[0] <= C32 ^ F[31];end
         4'b0101:begin 
            {C32, F} <= A + B + CF;
            NZCV[1] <= C32;
            NZCV[0] <= C32 ^ F[31];end
         4'b0110:begin
            {C32, F} <= A - B + CF - 1;
            NZCV[1] <= ~C32;
            NZCV[0] <= C32 ^ F[31];end
         4'b0111:begin 
            F <= B - A + CF - 1;
            NZCV[1] <= ~C32;
            NZCV[0] <= C32 ^ F[31];end
         4'b1000:begin
            F <= A;
            NZCV[1] <= Shift_Carry_Out;
            NZCV[0] <= VF;end
         4'b1010:begin 
            F <= A - B + 4;
            NZCV[1] <= ~C32;
            NZCV[0] <= C32 ^ F[31];end
         4'b1100:begin 
            F <= A|B;
            NZCV[1] <= Shift_Carry_Out;
            NZCV[0] <= VF;end
         4'b1101:begin
            F <= B;
            NZCV[1] <= Shift_Carry_Out;
            NZCV[0] <= VF;end
         4'b1110:begin 
            F <= A & (~B);
            NZCV[1] <= Shift_Carry_Out;
            NZCV[0] <= VF;end
         4'b1111:begin 
            F <= ~B;
            NZCV[1] <= Shift_Carry_Out;
            NZCV[0] <= VF;end
     endcase
     NZCV[3] <= F[31];
     NZCV[2] <= (F == 0) ? 1 : 0;
     end
endmodule
`timescale 1ns / 1ps
module ALU_barrelShifter(
    input [31:0] Shift_Data,
    input [31:0] Shift_Num,
    input [3:0] SHFT_OP,
    input [31:0] A,
    input [3:0] ALU_OP,
    input CF,
    input VF,
    output [31:0] F,
    output [3:0] NZCV
);
barrelShifter shifter(
    .Shift_Data     (Shift_Data), 
    .Shift_Num      (Shift_Num), 
    .SHFT_OP        (SHFT_OP), 
    .Carry_flag     (CF), 
    .Shift_Out      (Shift_Out), 
    .Shift_Carry_Out(Shift_Carry_Out)
);
ALU alu(
    .A              (A), 
    .B              (Shift_Out), 
    .Shift_Carry_Out(Shift_Carry_Out), 
    .ALU_OP         (ALU_OP), 
    .CF             (CF), 
    .VF             (VF),
    .F              (F), 
    .NZCV           (NZCV)
);
endmodule
`timescale 1ns / 1ps
module barrelShifter(Shift_Data, Shift_Num, SHFT_OP, Carry_flag, Shift_Out, Shift_Carry_Out);
    input [31:0] Shift_Data;  
    input [7:0] Shift_Num;  
    input [2:0] SHFT_OP;  
    input Carry_flag;
    output logic [31:0] Shift_Out;
    output logic Shift_Carry_Out;
    always@(*) begin
    case(SHFT_OP[2:1])
        2'b00: begin
            if (Shift_Num == 0) begin
                Shift_Out <= Shift_Data;
                Shift_Carry_Out <= 1'bx;
            end
            else if (Shift_Num >= 1 && Shift_Num <= 32) begin
                Shift_Out <= (Shift_Data << Shift_Num);
                Shift_Carry_Out <= Shift_Data[32-Shift_Num];
            end
            else begin
                Shift_Out <= 0;
                Shift_Carry_Out <= 0;
            end
        end
        2'b01: begin
            if (Shift_Num == 0 && SHFT_OP[0] == 1) begin
                    Shift_Out <= Shift_Data;
                    Shift_Carry_Out <= 1'bx;
            end
            else if (Shift_Num == 0 && SHFT_OP[0] == 0) begin
                Shift_Out <= 0;
                Shift_Carry_Out <= Shift_Data[31];
            end
            else if (Shift_Num >= 1 && Shift_Num <= 32) begin
                Shift_Out <= (Shift_Data >> Shift_Num);
                Shift_Carry_Out <= Shift_Data[Shift_Num-1];
            end
            else begin
                Shift_Out <= 0;
                Shift_Carry_Out <= 0;
            end
        end
        2'b10: begin
            if (Shift_Num == 0 && SHFT_OP[0] == 1) begin
                Shift_Out <= Shift_Data;
                Shift_Carry_Out <= 1'bx;
            end
            if (Shift_Num == 0 && SHFT_OP[0] == 0) begin
                Shift_Out <={32{Shift_Data[31]}};
                Shift_Carry_Out <= Shift_Data[31];
            end
            else if (Shift_Num >= 1 && Shift_Num <= 31) begin
                Shift_Out <= ({{32{Shift_Data[31]}},Shift_Data}>>Shift_Num);
                Shift_Carry_Out <= Shift_Data[Shift_Num-1];
            end
            else begin
                Shift_Out <= {32{Shift_Data[31]}};
                Shift_Carry_Out <= Shift_Data[31];
            end
        end
        2'b11: begin
            if (Shift_Num == 0 && SHFT_OP[0] == 1) begin
                    Shift_Out <= Shift_Data;
                    Shift_Carry_Out <= 1'bx;
            end
            else if (Shift_Num == 0 && SHFT_OP[0] == 0) begin
                    Shift_Out <= {Carry_flag, Shift_Data[31:1]};
                    Shift_Carry_Out <= Shift_Data[0];
            end
            else if (Shift_Num >= 1 && Shift_Num <= 32) begin
                Shift_Out <= ({Shift_Data,Shift_Data}>>Shift_Num);
                Shift_Carry_Out <= Shift_Data[Shift_Num-1];
            end
            else begin
                Shift_Out <= ({{32{Shift_Data}},Shift_Data}>>Shift_Num[4:0]);
                Shift_Carry_Out <= Shift_Data[Shift_Num[4:0]-1];
            end
        end
    endcase
    end
endmodule
$ cat /design/flow/run.sh
#!/bin/bash
# OpenROAD 26Q1-2900-gdf79404cd8, Yosys 0.63+post, stock flow scripts
make -C /OpenROAD-flow-scripts/flow DESIGN_CONFIG=/design/flow/config.mk WORK_HOME=/design/flow/orfs finish
$ cat /design/flow/config.mk
export PLATFORM = sky130hd
export DESIGN_NAME = ALU_barrelShifter
export DESIGN_NICKNAME = ALU_barrelShifter
export VERILOG_FILES = /design/flow/design.v
export SDC_FILE = /design/flow/constraint.sdc
export NUM_CORES = 4
export LEC_CHECK = 1
export CORE_UTILIZATION = 30
$ cat /design/flow/constraint.sdc
current_design ALU_barrelShifter

set clk_period 14.5
set clk_io_pct 0.2

create_clock -name clk0 -period $clk_period

set non_clock_inputs [all_inputs -no_clocks]
set_input_delay [expr $clk_period * $clk_io_pct] -clock clk0 $non_clock_inputs
set_output_delay [expr $clk_period * $clk_io_pct] -clock clk0 [all_outputs]
==> Implementation_results.wiki <==
== Flow metrics ==
{| class="wikitable"
! Metric !! Value
|-
| Type of element capturing the critical path || output pin
|-
| Worst slew margin || 35.9%
|-
| Number of max-slew violations in the final report || 0
|-
| Critical Setup Path Class || in -> out
|-
| Setup WS post-layout || 0.809 ns
|-
| Number of I/O pins || 142
|-
| AO/OA Area Share || 28.6%
|-
| Vias per std cell || 6.32
|-
| Weighted congestion at the end of routability-driven global placement || 1.06
|-
| Yosys xor share || 8.96%
|-
| Post-route non-filler standard cell count || 2,115
|-
| Topmost layer with routed signal wires || met4
|-
| Number of port buffers || 117
|-
| Endpoint required time on the critical path || 11.60 ns
|-
| Total congestion overflow after global routing || 0
|-
| Site row count || 70
|-
| Portion of the clock cycle consumed by the worst path in the final layout || 94.4%
|-
| Data arrival time of the critical path || 10.79 ns
|-
| Maximum ir drop on the vdd rail || 9.57 uV
|-
| Dominant Register Cell || sky130_fd_sc_hd__dlxtn_1
|-
| Share of total power consumed by net switching || 60.5%
|-
| Average detailed-routed wire length per instance || 24.4 microns
|-
| Post-synthesis average cell area || 7.07 sq um
|-
| Actual slew at the worst max-slew pin || 0.954 ns
|-
| Worst-case hold slack || 7.30 ns
|-
| Via count || 13,400
|-
| Leakage power of the design || 4.60 nW
|-
| Distinct lib cells used || 99
|-
| Highest Clock Rate || 0.0730 GHz
|-
| Final standard cell area without fillers || 0.0129 sq mm
|-
| Startpoint type of the worst setup path || input port
|-
| Count of antenna-violating nets left after detailed routing || 0
|-
| Via count of the first global-routing pass || 12,200
|-
| Cell depth of the worst min-delay path || 7
|-
| Mux cell area share || 6.69%
|-
| Synth-to-Final Area Change || 15.9%
|-
| Starting density of the core || 30.5%
|-
| Sw power || 238 uW
|-
| Run status || finished clean
|-
| Number of unconstrained endpoints || 69
|-
| Minimum clock period || 13.69 ns
|-
| Largest net degree at the start of global routing || 41
|-
| Hold/Removal Path Class || in -> out
|-
| Async set or reset register ratio after synthesis || 0%
|-
| Detail Route met2 WL || 21.1 mm
|-
| Remaining design rule violation count || 0
|-
| Yosys stat chip area || 0.0111 sq mm
|-
| Global-route usage over all layers || 27.1%
|-
| Number of warning messages in the logs || 129
|-
| Number of register pins that no clock reaches || 35
|-
| First-pass GRT wire length || 77.4 mm
|-
| Met3 WL || 6.06 mm
|-
| MaxCap Viol Count || 0
|-
| Netlist Area Pre-Place || 0.0111 sq mm
|-
| Count of library flops with an enable pin || 0
|-
| Final HPWL DP || 41.1 mm
|-
| Combinational family with the most area after synthesis || simple AND/OR/NAND/NOR gates
|-
| Wire length the detailed router placed on met1 || 22.6 mm
|-
| Final-layout setup total negative slack || 0 ns
|-
| Pwr/cell area || 30.5 mW/mm^2
|-
| Die X || 195 microns
|-
| Core Footprint || 0.0365 sq mm
|-
| Die Height || 195 microns
|-
| Number of register bits inferred by synthesis || 35
|-
| Total length of routed wires || 51.7 mm
|-
| Post-Synth Adder-Cell Area || 12.7%
|-
| Total die size || 0.0379 sq mm
|-
| Number of buffers inserted to repair setup after CTS || 0
|-
| Tally of yosys warning messages || 8
|-
| Number of buffers inserted by hold repair at cts || 0
|-
| Int Pwr || 155 uW
|-
| Critical-path maximum fanout || 11
|-
| Post-placement cell count || 2,114
|-
| Setup violations, final || 0
|-
| Number of antenna violations at the first check in global routing || 0
|-
| Unrepaired setup endpoints after global routing || no
|-
| Synthesized instance count || 1,574
|-
| Number of gates resized after CTS || 0
|-
| Yosys cell count || 1,574
|-
| Number of hold violations in the final report || 0
|-
| Total placed instance area || 0.0129 sq mm
|-
| Count of routing violations after the opening detailed-route iteration || 1,546
|-
| Area fraction in and, or, nand and nor cells after synthesis || 32.3%
|-
| Number of detailed-route iterations in the first pass || 6
|-
| Placement Setup Slack || 1.07 ns
|-
| Fraction of layout instances using a drive strength above 1 || 7.65%
|}
-- logic make-up (layout without fill, tap and decap cells) --
logic type,after synthesis,count (layout)
AOI/OAI and AO/OA,458,458
latches,35,35
muxes,46,46
and+or+nand+nor,641,641
other,0,1
adders and majority gates,112,112
xor gates and xnor gates,113,113
buffers and inverters,169,241
-- synth_stat cells (all sizes together), types with 14 or more instances --
cell | number | area (sq um)
nand2 | 118 | 443
ha | 110 | 1380
nor2 | 99 | 374
xnor2 | 93 | 815
a21oi | 80 | 400
nor3 | 78 | 405
o21ai | 78 | 390
inv | 76 | 285
clkbuf | 71 | 267
nand3 | 63 | 315
nand4 | 50 | 319
nor4 | 41 | 290
dlxtn | 35 | 526
a31oi | 29 | 181
o211ai | 29 | 218
a211oi | 26 | 200
nand2b | 23 | 146
nor2b | 23 | 151
buf | 22 | 118
mux4 | 22 | 495
o22ai | 22 | 138
a211o | 21 | 184
o31ai | 21 | 158
and3 | 20 | 125
xor2 | 20 | 183
and2 | 18 | 113
mux2i | 17 | 170
or3 | 16 | 105
or2 | 14 | 87.6
-- state kept, by name, indices dropped and copies added, names as in the netlist --
signal / cells
alu.NZCV: 2
alu.C32: 1
alu.F: 32
-- power by group through the flow --
stage | clock network (mW) | registers (mW) | logic, mW
after global routing | 0 | 0.00869 | 0.413
after CTS | 0 | 0.00845 | 0.374
-- per-layer routing --
layer,GRT usage (%),vias to the layer above
li1,-,6175
met1,40.2,6238
met2,39.5,813
met3,6.03,136
met4,7.35,0
met5,0,-
-- through the flow --
step	power (mW)	utilization, %
4_1_cts	0.382	35.3
6_report	0.393	35.3
5_1_grt	0.422	35.3
3_5_place_dp	0.380	35.3
2_1_floorplan	0.243	-
3_3_place_gp	0.380	35.3
-- area by class of cell --
class / instances / area (sq um)
well taps: 468 / 586
diodes: 1 / 2.50
flip-flops and latches: 35 / 526
inverters: 76 / 285
multi-input cells: 1370 / 9970
repair buffers: 165 / 1530
fillers: 3844 / 23600
-- cell usage in the layout, fill, tap and decap left out, drive strengths merged, types with 12 or more instances in the layout --
master	Yosys	final
a211o	21	21
a211oi	26	26
a21oi	80	80
a31oi	29	29
and2	18	18
and3	20	20
buf	22	48
clkdlybuf4s50	0	117
dlxtn	35	35
ha	110	110
inv	76	76
mux2i	17	17
mux4	22	22
nand2	118	118
nand2b	23	23
nand3	63	63
nand4	50	50
nor2	99	99
nor2b	23	23
nor3	78	78
nor4	41	41
nor4b	12	12
o211ai	29	29
o21ai	78	78
o221ai	13	13
o22ai	22	22
o31ai	21	21
or2	14	14
or3	16	16
xnor2	93	93
xor2	20	20
-- path summary, 6_finish.rpt --
path,start,endpoint,slack [ns]
max,Shift_Num[3],NZCV[2],0.81
min,A[30],NZCV[2],7.30
-- worst max-delay path: stages --
cell,delay [ns]
sky130_fd_sc_hd__clkdlybuf4s50_1,0.63
sky130_fd_sc_hd__or3_1,0.46
sky130_fd_sc_hd__nor4_1,0.44
sky130_fd_sc_hd__nor3_1,0.16
sky130_fd_sc_hd__o31a_1,0.30
sky130_fd_sc_hd__a311oi_1,0.56
sky130_fd_sc_hd__ha_1,0.26
sky130_fd_sc_hd__inv_1,0.06
sky130_fd_sc_hd__ha_1,0.22
sky130_fd_sc_hd__fa_1,0.50
sky130_fd_sc_hd__a211oi_1,0.51
sky130_fd_sc_hd__xnor2_1,0.23
sky130_fd_sc_hd__o221ai_1,0.16
sky130_fd_sc_hd__nor4_1,0.29
sky130_fd_sc_hd__o211ai_1,0.19
sky130_fd_sc_hd__nor4b_1,0.29
sky130_fd_sc_hd__buf_4,0.18
sky130_fd_sc_hd__o2111ai_1,0.16
sky130_fd_sc_hd__nor4_1,0.46
sky130_fd_sc_hd__or4b_2,0.66
sky130_fd_sc_hd__or4_1,0.55
sky130_fd_sc_hd__nor3_2,0.13
sky130_fd_sc_hd__clkdlybuf4s50_1,0.49
Power figures rest on the tool's default switching activity, not on a simulated workload.
