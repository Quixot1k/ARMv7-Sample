==> flow/design.v <==
`timescale 1ns / 1ps
module Display(clk, data, which, seg, count, digit); 
    input clk; 
    input [32:1] data;
    output reg [2:0] which = 0; 
    output reg [7:0] seg;
    output reg [10:0] count = 0; 
    always @(posedge clk) count <= count + 1'b1;
    always @(negedge clk) if (&count) which <= which + 1'b1;
    output reg [3:0] digit;
    always @* case (which)
        0: digit <= data[32:29]; 
        1: digit <= data[28:25];
        2: digit <= data[24:21];
        3: digit <= data[20:17];
        4: digit <= data[16:13];
        5: digit <= data[12:09];
        6: digit <= data[08:05];
        7: digit <= data[04:01]; 
    endcase
    always @* case (digit) 
        4'h0: seg <= 8'b0000_0011; 
        4'h1: seg <= 8'b1001_1111; 
        4'h2: seg <= 8'b0010_0101;
        4'h3: seg <= 8'b0000_1101;
        4'h4: seg <= 8'b1001_1001;
        4'h5: seg <= 8'b0100_1001;
        4'h6: seg <= 8'b0100_0001;
        4'h7: seg <= 8'b0001_1111;
        4'h8: seg <= 8'b0000_0001;
        4'h9: seg <= 8'b0000_1001;
        4'hA: seg <= 8'b0001_0001;
        4'hB: seg <= 8'b1100_0001;
        4'hC: seg <= 8'b0110_0011;
        4'hD: seg <= 8'b1000_0101;
        4'hE: seg <= 8'b0110_0001;
        4'hF: seg <= 8'b0111_0001;
    endcase
endmodule  
`timescale 1ns / 1ps
module Board(sw, swb, led, clk, which, seg, enable);
    input [1:32] sw;
    input [1:6] swb;
    reg [4:1]  R_Addr_A, R_Addr_B, R_Addr_C;
    reg [4:1] W_Addr;
    reg [5:1] M;
    reg Write_Reg,Write_PC;
    reg [32:1] W_Data,PC_New;
    reg [8:1] Shift_Num;
    reg [32:0] data;
    reg [2:1]cnt = 0;  
    reg [3:1]cnt2 = 0;
    wire [32:1] R_Data_A, R_Data_B, R_Data_C;
    wire [32:1] R_Data_PC;
    output [1:32] led;
    input clk; 
    output [2:0] which;
    output [7:0] seg;
    output reg enable = 1;
    always @(posedge swb[1])
    begin
        if (swb[2]) 
        begin
            case(cnt)
            0:begin {R_Addr_A, R_Addr_B, R_Addr_C} = sw[1:12]; M=sw[17:21]; W_Addr=sw[25:28]; Write_Reg=sw[31];Write_PC=sw[32]; end
            1:begin W_Data=sw; end
            2:begin PC_New=sw; end
            endcase
            cnt <= (cnt+1)%3;
        end
    end
    always @(posedge swb[6])
    begin
        case(cnt2)
        0:begin data <= {R_Data_A,1'b1}; end
        1:begin data <= {R_Data_B,1'b1}; end
        2:begin data <= {R_Data_C,1'b1}; end
        3:begin data <= {R_Data_PC,1'b1}; end
        default:begin data <= {32'h88888888,1'b0}; end
        endcase
        cnt2 <= (cnt2+1)%5;
    end
    assign led[31:32] = cnt[2:1];
    assign led[17]=Write_Reg;
    assign led[18]=Write_PC;
    assign led[12:16]=M;
    assign led[1:3] = cnt2[3:1];
    regFile regFile_Instance(
        .clk(swb[3]),
        .Rst(swb[4]),
        .M(M),
        .PC_New(PC_New),
        .Write_PC(Write_PC),
        .Write_Reg(Write_Reg),
        .R_Addr_A(R_Addr_A),
        .R_Addr_B(R_Addr_B),
        .R_Addr_C(R_Addr_C),
        .W_Addr(W_Addr),
        .W_Data(W_Data),
        .R_Data_A(R_Data_A),
        .R_Data_B(R_Data_B),
        .R_Data_C(R_Data_C),
        .R_Data_PC(R_Data_PC)
    );
    Display Display_Instance(
        .clk(clk),
        .data(data),
        .which(which),
        .seg(seg)
    );
endmodule
`timescale 1ns / 1ps
module regFile(
    input clk,
    input Rst,
    input [4:0] M,  
    input [3:0] R_Addr_A,
    input [3:0] R_Addr_B,
    input [3:0] R_Addr_C,
    input [3:0] W_Addr,
    input [31:0] W_Data,
    input [31:0] PC_New,
    input Write_PC,
    input Write_Reg,
    output reg [31:0] R_Data_A,
    output reg [31:0] R_Data_B,
    output reg [31:0] R_Data_C,
    output reg [31:0] R_Data_PC,
    output reg err1 = 0,
    output reg err2 = 0
    );
    reg [31:0] R_gen [0:14]; 
    reg [31:0] R_fiq [8:14];
    reg [31:0] R13_irq, R13_abt, R13_svc, R13_und, R13_mon, R13_hyp;
    reg [31:0] R14_irq, R14_abt, R14_svc, R14_und, R14_mon;
    reg [31:0] PC;
    integer i;  
    always @(negedge clk or posedge Rst) begin
        if(Rst) begin
            for(i=0; i<=14; i=i+1) R_gen[i] <= 0;  
            for(i=8; i<=14; i=i+1) R_fiq[i] <= 0;
            R13_irq<=0; R13_abt<=0; R13_svc<=0; R13_und<=0; R13_mon<=0; R13_hyp<=0; 
            R14_irq<=0; R14_abt<=0; R14_svc<=0; R14_und<=0; R14_mon<=0;
            PC <= 0; 
        end
        else if (Write_Reg) begin  
            err1 <= 0;
            case(M[4:0])
                5'b10000: begin  
                    if(W_Addr>=0 && W_Addr<=14)
                        R_gen[W_Addr] <= W_Data;
                    else err1 <= 1;
                end
                5'b10001: begin  
                    if(W_Addr>=0 && W_Addr<=7) 
                        R_gen[W_Addr] <= W_Data;             
                    else if(W_Addr>=8 && W_Addr<=14)
                        R_fiq[W_Addr] <= W_Data;
                    else err1 <= 1;
                end
                5'b10010: begin  
                    if(W_Addr>=0 && W_Addr<=12) 
                        R_gen[W_Addr] <= W_Data;
                    else if(W_Addr == 13) 
                        R13_irq <= W_Data;
                    else if(W_Addr == 14) 
                        R14_irq <= W_Data;
                    else err1 <= 1;
                end
                5'b10011: begin  
                    if(W_Addr>=0 && W_Addr<=12) 
                        R_gen[W_Addr] <= W_Data;                   
                    else if(W_Addr == 13) 
                        R13_svc <= W_Data;                      
                    else if(W_Addr == 14) 
                        R14_svc <= W_Data; 
                    else err1 <= 1;                               
                end
                5'b10110: begin  
                    if(W_Addr>=0 && W_Addr<=12) 
                        R_gen[W_Addr] <= W_Data;                   
                    else if(W_Addr == 13) 
                        R13_mon <= W_Data;                       
                    else if(W_Addr == 14) 
                        R14_mon <= W_Data;
                    else err1 <= 1;                   
                end
                5'b10111: begin  
                    if(W_Addr>=0 && W_Addr<=12) 
                        R_gen[W_Addr] <= W_Data;                    
                    else if(W_Addr == 13)  
                        R13_abt <= W_Data;                       
                    else if(W_Addr == 14)  
                        R14_abt <= W_Data;
                    else err1 <= 1;                               
                end
                5'b11010: begin  
                    if(W_Addr>=0 && W_Addr<=12) 
                        R_gen[W_Addr] <= W_Data;                    
                    else if(W_Addr == 13) 
                        R13_hyp <= W_Data;                      
                    else err1 <= 1;           
                end
                5'b11011: begin  
                    if(W_Addr>=0 && W_Addr<=12) 
                        R_gen[W_Addr] <= W_Data;
                    else if(W_Addr == 13)  
                        R13_und <= W_Data;  
                    else if(W_Addr == 14) 
                        R14_und <= W_Data;  
                    else err1 <= 1;          
                end
                5'b11111: begin  
                if(W_Addr>=0 && W_Addr<=14)
                    R_gen[W_Addr] <= W_Data;
                else err1 <= 1;
                end
                default: begin  
                    err1 <= 1; 
                end
            endcase
        end
        else if(Write_PC) begin
            case(M[3:0])
                4'b0000: PC <= PC_New;  
                4'b0001: PC <= PC_New;  
                4'b0010: PC <= PC_New;  
                4'b0011: PC <= PC_New;  
                4'b0110: PC <= PC_New;  
                4'b0111: PC <= PC_New;  
                4'b1010: PC <= PC_New;  
                4'b1011: PC <= PC_New;  
                4'b1111: PC <= PC_New;  
                default: err1 <= 1;      
            endcase
        end     
    end
    always @(posedge clk) begin
        err2 <= 0;
        case(M[4:0])  
            5'b10000: begin  
                if(R_Addr_A>=0 && R_Addr_A<=14)
                    R_Data_A <= R_gen[R_Addr_A];
                else if(R_Addr_A == 15)
                    R_Data_PC <= PC;
            end
            5'b10001: begin  
                if(R_Addr_A>=0 && R_Addr_A<=7)
                    R_Data_A <= R_gen[R_Addr_A];
                else if(R_Addr_A>=8 && R_Addr_A<=14)
                    R_Data_A <= R_fiq[R_Addr_A];
                else if(R_Addr_A == 15)
                    R_Data_PC <= PC;
            end
            5'b10010: begin  
                if(R_Addr_A>=0 && R_Addr_A<=12)
                    R_Data_A <= R_gen[R_Addr_A];
                else if(R_Addr_A == 13)
                    R_Data_A <= R13_irq;
                else if(R_Addr_A == 14)
                    R_Data_A <= R14_irq;
                else if(R_Addr_A == 15)
                    R_Data_PC <= PC;
            end
            5'b10011: begin  
                if(R_Addr_A>=0 && R_Addr_A<=12)
                    R_Data_A <= R_gen[R_Addr_A];
                else if(R_Addr_A == 13)
                    R_Data_A <= R13_svc;
                else if(R_Addr_A == 14)
                    R_Data_A <= R14_svc;
                else if(R_Addr_A == 15)
                    R_Data_PC <= PC;
            end
            5'b10110: begin  
                if(R_Addr_A>=0 && R_Addr_A<=12)
                    R_Data_A <= R_gen[R_Addr_A];
                else if(R_Addr_A == 13)
                    R_Data_A <= R13_mon;
                else if(R_Addr_A == 14)
                    R_Data_A <= R14_mon;
                else if(R_Addr_A == 15)
                    R_Data_PC <= PC;
            end
            5'b10111: begin  
                if(R_Addr_A>=0 && R_Addr_A<=12)
                    R_Data_A <= R_gen[R_Addr_A];
                else if(R_Addr_A == 13)
                    R_Data_A <= R13_abt;
                else if(R_Addr_A == 14)
                    R_Data_A <= R14_abt;
                else if(R_Addr_A == 15)
                    R_Data_PC <= PC;
            end
            5'b11010: begin  
                if(R_Addr_A>=0 && R_Addr_A<=12)
                    R_Data_A <= R_gen[R_Addr_A];
                else if(R_Addr_A == 13)
                    R_Data_A <= R13_hyp;
               else if(R_Addr_A == 14)
                    err2 <= 1;
                else if(R_Addr_A == 15)
                    R_Data_PC <= PC;
            end
            5'b11011: begin  
                if(R_Addr_A>=0 && R_Addr_A<=12)
                    R_Data_A <= R_gen[R_Addr_A];
                else if(R_Addr_A == 13)
                    R_Data_A <= R13_und;
                else if(R_Addr_A == 14)
                    R_Data_A <= R14_und;
                else if(R_Addr_A == 15)
                    R_Data_PC <= PC;
            end
            5'b11111: begin  
                if(R_Addr_A>=0 && R_Addr_A<=14)
                    R_Data_A <= R_gen[R_Addr_A];
                else if(R_Addr_A == 15)
                    R_Data_PC <= PC;
            end
            default: begin
                err2 <= 1;
            end
        endcase
        case(M[4:0])  
            5'b10000: begin  
                if(R_Addr_B>=0 && R_Addr_B<=14)
                    R_Data_B <= R_gen[R_Addr_B];
                else if(R_Addr_B == 15)
                    R_Data_PC <= PC;
            end
            5'b10001: begin  
                if(R_Addr_B>=0 && R_Addr_B<=7)
                    R_Data_B <= R_gen[R_Addr_B];
                else if(R_Addr_B>=8 && R_Addr_B<=14)
                    R_Data_B <= R_fiq[R_Addr_B];
                else if(R_Addr_B == 15)
                    R_Data_PC <= PC;
            end
            5'b10010: begin  
                if(R_Addr_B>=0 && R_Addr_B<=12)
                    R_Data_B <= R_gen[R_Addr_B];
                else if(R_Addr_B == 13)
                    R_Data_B <= R13_irq;
                else if(R_Addr_B == 14)
                    R_Data_B <= R14_irq;
                else if(R_Addr_B == 15)
                    R_Data_PC <= PC;
            end
            5'b10011: begin  
                if(R_Addr_B>=0 && R_Addr_B<=12)
                    R_Data_B <= R_gen[R_Addr_B];
                else if(R_Addr_B == 13)
                    R_Data_B <= R13_svc;
                else if(R_Addr_B == 14)
                    R_Data_B <= R14_svc;
                else if(R_Addr_B == 15)
                    R_Data_PC <= PC;
            end
            5'b10110: begin  
                if(R_Addr_B>=0 && R_Addr_B<=12)
                    R_Data_B <= R_gen[R_Addr_B];
                else if(R_Addr_B == 13)
                    R_Data_B <= R13_mon;
                else if(R_Addr_B == 14)
                    R_Data_B <= R14_mon;
                else if(R_Addr_B == 15)
                    R_Data_PC <= PC;
            end
            5'b10111: begin  
                if(R_Addr_B>=0 && R_Addr_B<=12)
                    R_Data_B <= R_gen[R_Addr_B];
                else if(R_Addr_B == 13)
                    R_Data_B <= R13_abt;
                else if(R_Addr_B == 14)
                    R_Data_B <= R14_abt;
                else if(R_Addr_B == 15)
                    R_Data_PC <= PC;
            end
            5'b11010: begin  
                if(R_Addr_B>=0 && R_Addr_B<=12)
                    R_Data_B <= R_gen[R_Addr_B];
                else if(R_Addr_B == 13)
                    R_Data_B <= R13_hyp;
                else if(R_Addr_A == 14)
                   err2 <= 1;
                else if(R_Addr_B == 15)
                    R_Data_PC <= PC;
            end
            5'b11011: begin  
                if(R_Addr_B>=0 && R_Addr_B<=12)
                    R_Data_B <= R_gen[R_Addr_B];
                else if(R_Addr_B == 13)
                    R_Data_B <= R13_und;
                else if(R_Addr_B == 14)
                    R_Data_B <= R14_und;
                else if(R_Addr_B == 15)
                    R_Data_PC <= PC;
            end
            5'b11111: begin  
                if(R_Addr_B>=0 && R_Addr_B<=14)
                    R_Data_B <= R_gen[R_Addr_B];
                else if(R_Addr_B == 15)
                    R_Data_PC <= PC;
            end
            default: begin
                err2 <= 1;
            end
        endcase
        case(M[4:0])  
            5'b10000: begin  
                if(R_Addr_C>=0 && R_Addr_C<=14)
                    R_Data_C <= R_gen[R_Addr_C];
                else if(R_Addr_C == 15)
                    R_Data_PC <= PC;
            end
            5'b10001: begin  
                if(R_Addr_C>=0 && R_Addr_C<=7)
                    R_Data_C <= R_gen[R_Addr_C];
                else if(R_Addr_C>=8 && R_Addr_C<=14)
                    R_Data_C <= R_fiq[R_Addr_C];
                else if(R_Addr_C == 15)
                    R_Data_PC <= PC;
            end
            5'b10010: begin  
                if(R_Addr_C>=0 && R_Addr_C<=12)
                    R_Data_C <= R_gen[R_Addr_C];
                else if(R_Addr_C == 13)
                    R_Data_C <= R13_irq;
                else if(R_Addr_C == 14)
                    R_Data_C <= R14_irq;
                else if(R_Addr_C == 15)
                    R_Data_PC <= PC;
            end
            5'b10011: begin  
                if(R_Addr_C>=0 && R_Addr_C<=12)
                    R_Data_C <= R_gen[R_Addr_C];
                else if(R_Addr_C == 13)
                    R_Data_C <= R13_svc;
                else if(R_Addr_C == 14)
                    R_Data_C <= R14_svc;
                else if(R_Addr_C == 15)
                    R_Data_PC <= PC;
            end
            5'b10110: begin  
                if(R_Addr_C>=0 && R_Addr_C<=12)
                    R_Data_C <= R_gen[R_Addr_C];
                else if(R_Addr_C == 13)
                    R_Data_C <= R13_mon;
                else if(R_Addr_C == 14)
                    R_Data_C <= R14_mon;
                else if(R_Addr_C == 15)
                    R_Data_PC <= PC;
            end
            5'b10111: begin  
                if(R_Addr_C>=0 && R_Addr_C<=12)
                    R_Data_C <= R_gen[R_Addr_C];
                else if(R_Addr_C == 13)
                    R_Data_C <= R13_abt;
                else if(R_Addr_C == 14)
                    R_Data_C <= R14_abt;
                else if(R_Addr_C == 15)
                    R_Data_PC <= PC;
            end
            5'b11010: begin  
                if(R_Addr_C>=0 && R_Addr_C<=12)
                    R_Data_C <= R_gen[R_Addr_C];
                else if(R_Addr_C == 13)
                    R_Data_C <= R13_hyp;
                else if(R_Addr_A == 14)
                    err2 <= 1;
                else if(R_Addr_C == 15)
                    R_Data_PC <= PC;
            end
            5'b11011: begin  
                if(R_Addr_C>=0 && R_Addr_C<=12)
                    R_Data_C <= R_gen[R_Addr_C];
                else if(R_Addr_C == 13)
                    R_Data_C <= R13_und;
                else if(R_Addr_C == 14)
                    R_Data_C <= R14_und;
                else if(R_Addr_C == 15)
                    R_Data_PC <= PC;
            end
            5'b11111: begin  
                if(R_Addr_C>=0 && R_Addr_C<=14)
                    R_Data_C <= R_gen[R_Addr_C];
                else if(R_Addr_C == 15)
                    R_Data_PC <= PC;
            end
            default: begin
                err2 <= 1;
            end
        endcase
    end
endmodule
==> flow/run.sh <==
#!/bin/bash
# OpenROAD 26Q1-2900-gdf79404cd8, Yosys 0.63+post, stock flow scripts
make -C /OpenROAD-flow-scripts/flow DESIGN_CONFIG=/design/flow/config.mk WORK_HOME=/design/flow/orfs finish
==> flow/config.mk <==
export PLATFORM = sky130hd
export DESIGN_NAME = Board
export DESIGN_NICKNAME = Board
export VERILOG_FILES = /design/flow/design.v
export SDC_FILE = /design/flow/constraint.sdc
export NUM_CORES = 4
export LEC_CHECK = 1
export CORE_UTILIZATION = 40
==> flow/constraint.sdc <==
current_design Board

set clk_period 4.8
set clk_io_pct 0.2

create_clock -name clk0 -period $clk_period [get_ports {clk}]
create_clock -name clk1 -period $clk_period [get_ports {swb}]

set non_clock_inputs [all_inputs -no_clocks]
set_input_delay [expr $clk_period * $clk_io_pct] -clock clk0 $non_clock_inputs
set_output_delay [expr $clk_period * $clk_io_pct] -clock clk0 [all_outputs]
==> impl_metrics.json <==
{
  "globalRoute.totalOverflow": 0,
  "static_leakage_power_nw": 51.21,
  "route.detailed.wl_per_inst_um": 47.06,
  "timing.final.setup_violations": 95,
  "post_synth_num_cell_types": 94,
  "hold_viol_final": 1054,
  "worst_setup_hold_path_clk_slew_ns": 0.04,
  "synthesized_instance_count": 8906,
  "ys_seq_share_pct": 44.90,
  "pin_count": 83,
  "core_area_sq_mm": 0.2255,
  "grt_start_max_net_pins": 92,
  "synth.ff_latch_count": 1562,
  "yosys_warnings": 26,
  "max-slew-margin-rel_pct": -4.454,
  "tightestPinTransition_ns": 1.567,
  "final_area_sq_mm": 0.1271,
  "syn_to_final_growth_pct": 39.70,
  "synth-async-reset-ratio_pct": 67.48,
  "worst-endpoint-arrival_ns": 5.13,
  "post_route_cells_drive_above_1_share_pct": 38.51,
  "netlist_area_before_placement_sq_mm": 0.09100,
  "area.sequential_sq_mm": 0.04086,
  "mostFrequentLayoutCell": "sky130_fd_sc_hd__mux2_2",
  "most-common-layout-cells": "sky130_fd_sc_hd__mux2_2 (1,191), sky130_fd_sc_hd__clkinvlp_4 (1,156), sky130_fd_sc_hd__dfrtn_1 (1,054)",
  "filler_cell_count": 18670,
  "worst_setup_path_startpoint": "Display_Instance.which[0]",
  "routed-via-count": 107900,
  "endpoint_kind": "output pin",
  "die_height_um": 479.0,
  "cap_viol_max_count": 1,
  "rows": 174,
  "top_cells_by_area": "sky130_fd_sc_hd__dfrtn_1 (29%), sky130_fd_sc_hd__mux2_2 (15%), sky130_fd_sc_hd__edfxtp_1 (14%)",
  "power_density_mw_per_mm2": 1016,
  "preCtsSetupSlack_ns": -9.337,
  "enable_flop_cells": 431,
  "route.antenna.remaining_nets": 0,
  "drt_first_iter_violations": 16430,
  "floorplan.die.width_um": 479.0,
  "fp_density_pct": 40.35,
  "first_global_vias": 106300,
  "crit_fanout": 4,
  "place_area_sq_mm": 0.1030,
  "path_class": "reg -> out",
  "yosysTopAreaCellShare_pct": 28.98,
  "average_cell_area_after_synthesis_sq_um": 10.22,
  "largest_registers": "regFile_Instance.R_fiq (465), regFile_Instance.R_gen (465), data (32)",
  "first_pass_grt_wire_length_um": 906500,
  "finalHoldWorstSlack_ns": -0.3592,
  "drc_errors": 0,
  "setup_ws_final_ns": -1.286,
  "status": "finished, violations left",
  "synth_top_flop_cell": "sky130_fd_sc_hd__dfrtn_1",
  "peakVddDrop_mv": 0.5751,
  "fin_setup_tns_ns": -11.60,
  "post-synth-top-area-cell": "sky130_fd_sc_hd__dfrtn_1",
  "fin_skew_ns": 0.3161,
  "worstHoldPathType": "clk -> async",
  "failed_checks": "hold timing, capacitance limit, slew limit, setup timing",
  "io_buffers": 54,
  "dp.final_hpwl_um": 451600,
  "tritoncts": "done",
  "timing.final.max_slew_violations": 7,
  "detail_route.vias_per_cell": 7.368,
  "design.die.area_sq_mm": 0.2294,
  "wl_met2_um": 256100,
  "ys_chip_area_sq_mm": 0.09100,
  "start_kind": "flop",
  "ys_cells": 8906,
  "highest-signal-layer": "met5",
  "log.warning_count": 2881,
  "cp.required_ns": 3.84,
  "met3WireLength_um": 127100,
  "first_pass_iters": 13,
  "reg2reg_from": "regFile_Instance.R_gen[5][14]",
  "grt_antenna_before_repair": 123,
  "track_usage_pct": 62.20,
  "grt_setup_unrepaired": "yes",
  "multi_input_comb_area_sq_mm": 0.04756,
  "postRouteWirelength_um": 689000,
  "finalWeightedCongestion": 1.155,
  "met1_length_um": 222600
}
[layer usage]
metal,track usage (%),up-vias
met4,53.83,109
met3,48.67,4488
met1,68.56,52230
met5,17.36,-
met2,74.31,11920
li1,-,39120
[synthesized netlist by cell type (115+ instances only)]
cell type,number
sky130_fd_sc_hd__o22ai_1,441
sky130_fd_sc_hd__mux2_2,1192
sky130_fd_sc_hd__a21oi_1,782
sky130_fd_sc_hd__clkbuf_1,439
sky130_fd_sc_hd__nor2_1,439
sky130_fd_sc_hd__nand2_1,433
sky130_fd_sc_hd__edfxtp_1,431
sky130_fd_sc_hd__a221oi_1,177
sky130_fd_sc_hd__mux2i_1,169
sky130_fd_sc_hd__a22o_1,115
sky130_fd_sc_hd__o21ai_0,680
sky130_fd_sc_hd__a22oi_1,340
sky130_fd_sc_hd__dfrtn_1,1054
sky130_fd_sc_hd__buf_2,390
[timing repair]
action,in CTS,in global routing
pin swaps,21,9
resized,81,32
hold buffers,0,0
endpoints found under the setup margin,14,56
gates cloned,1,0
buffers inserted,12,7
[cells by family (layout without fill, tap and decap cells)]
group,Yosys count,after routing,synth area share (%)
flops,1562,1562,44.90
simple gates,1596,1596,8.648
fa+ha+maj,27,27,0.3712
xor+xnor,10,10,0.09625
other cells,2,507,0.008252
mux,1384,1384,17.18
buf+inv,1051,3287,5.230
compound gates,3274,3274,23.57
[worst paths after layout]
path                                                      end  cells after the start  slack (ns)
min in group clk1                                      cnt[1]                      2        0.04
min in group clk0                  Display_Instance.count[10]                      1        0.45
worst max register to register  regFile_Instance.R_Data_B[14]                      7       -0.10
max in group asynchronous              regFile_Instance.PC[8]                      4        4.98
worst max-delay path                                   seg[3]                     11       -1.29
worst min register to register     Display_Instance.count[10]                      1        0.45
worst min-delay path            regFile_Instance.R_gen[13][8]                      4       -0.36
max in group clk1               regFile_Instance.R_Data_B[14]                      7       -0.10
[worst max-delay path: stages (launching register included)]
cell and delay (ns):
sky130_fd_sc_hd__edfxtp_1 0.49, sky130_fd_sc_hd__ha_4 0.23, sky130_fd_sc_hd__ha_4 0.16, sky130_fd_sc_hd__buf_6 0.11, sky130_fd_sc_hd__a22o_1 0.23, sky130_fd_sc_hd__a31oi_2 0.20
sky130_fd_sc_hd__a41oi_4 0.17, sky130_fd_sc_hd__buf_6 0.16, sky130_fd_sc_hd__buf_6 0.11, sky130_fd_sc_hd__mux2_4 0.30, sky130_fd_sc_hd__o22ai_2 0.11, sky130_fd_sc_hd__buf_2 0.11
[through the flow]
stage          util [%]  instances  power [mW]
3_5_place_dp      45.68      12340       85.38
6_report          56.37      14640       129.2
5_1_grt           56.17      14460       134.3
2_1_floorplan         -       9174       49.71
3_3_place_gp      45.68      12340       85.37
4_1_cts           56.03      14400       127.8
[cell type report]
class | instances | share of cell area, %
flip-flops and latches | 1562 | 32.14
multi-input cells | 6561 | 37.41
inverters | 64 | 0.2165
repair buffers | 1180 | 8.718
clock inverters | 1567 | 9.207
clock buffers | 476 | 8.905
well taps | 2992 | 2.945
diodes | 237 | 0.4665
[report_power, final]
| part | total, mW | switching [mW] | internal, mW |
|---|---|---|---|
| registers | 22.8 | 4.74 | 18.0 |
| clock network | 39.2 | 17.2 | 22.0 |
| logic | 67.2 | 48.4 | 18.8 |
| total | 129 | 70.3 | 58.9 |
Power figures rest on the tool's default switching activity, not on a simulated workload.
