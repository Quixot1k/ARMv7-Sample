File: flow/run.sh
#!/bin/bash
# OpenROAD 26Q1-2900-gdf79404cd8, Yosys 0.63+post, stock flow scripts
make -C /OpenROAD-flow-scripts/flow DESIGN_CONFIG=/design/flow/config.mk WORK_HOME=/design/flow/orfs finish
File: flow/config.mk
export PLATFORM = sky130hd
export DESIGN_NAME = RegFile
export DESIGN_NICKNAME = RegFile
export VERILOG_FILES = /design/flow/design.v
export SDC_FILE = /design/flow/constraint.sdc
export NUM_CORES = 4
export LEC_CHECK = 1
export CORE_UTILIZATION = 40
File: flow/constraint.sdc
current_design RegFile

set clk_period 1.5
set clk_io_pct 0.2

create_clock -name clk0 -period $clk_period [get_ports {clk}]

set non_clock_inputs [all_inputs -no_clocks]
set_input_delay [expr $clk_period * $clk_io_pct] -clock clk0 $non_clock_inputs
set_output_delay [expr $clk_period * $clk_io_pct] -clock clk0 [all_outputs]
File: flow/design.v
`timescale 1ns / 1ps
module RegFile(
    input clk,
    input Rst,
    input Write_Reg,
    input LA,LB,LC,
    input [3:0] R_Addr_A, R_Addr_B, R_Addr_C,
    input [3:0] W_Addr,
    input [31:0] W_Data,
    output reg [31:0] R_Data_A, R_Data_B, R_Data_C
);
    reg [31:0] REG_Files[0:15];
    integer i;
    always@(negedge clk or posedge Rst)
        if (Rst)
            for(i = 0; i<16; i=i+1) REG_Files[i] <= 0;
        else if (Write_Reg)
            REG_Files[W_Addr] <= W_Data;
    always@(negedge clk or posedge Rst)
        if (Rst)
            R_Data_A <= 0;
        else if (LA)
            R_Data_A <= REG_Files[R_Addr_A];
    always@(negedge clk or posedge Rst)
        if (Rst)
            R_Data_B <= 0;
        else if (LB)
            R_Data_B <= REG_Files[R_Addr_B];
    always@(negedge clk or posedge Rst)
        if (Rst)
            R_Data_C <= 0;
        else if (LC)
            R_Data_C <= REG_Files[R_Addr_C];
endmodule
==> metrics.txt <==
# HELP chip_impl_metric Synthesis and place-and-route metrics
# TYPE chip_impl_metric gauge
chip_impl_info{name="run_status",value="finished with violations"} 1
chip_impl_info{name="failed_checks",value="negative setup slack"} 1
chip_impl_info{name="path_cells",value="buf_2"} 1
chip_impl_metric{name="slew_headroom",unit="%"} 61.4
chip_impl_info{name="top_cells_by_count",value="dfrtn_1, mux2_2, a22oi_1"} 1
chip_impl_metric{name="postSynth.asyncResetShare",unit="%"} 100
chip_impl_info{name="grt_setup_unrepaired",value="true"} 1
chip_impl_metric{name="yosys.area_share.simple",unit="%"} 4.91
chip_impl_metric{name="grtUsageTotal",unit="%"} 54.3
chip_impl_metric{name="transition_time_at_the_pin_with_the_least_slew_margin",unit="ps"} 575
chip_impl_metric{name="worst-path-max-fanout",unit=""} 2
chip_impl_metric{name="enable_flop_cells",unit=""} 0
chip_impl_metric{name="dieArea",unit="um2"} 86700
chip_impl_metric{name="synthCells",unit=""} 3246
chip_impl_metric{name="slew_viol_final",unit=""} 0
chip_impl_metric{name="synth.lib_cells_used.distinct",unit=""} 68
chip_impl_metric{name="post-synth-top-area-fraction",unit="%"} 44.5
chip_impl_metric{name="design.core.area",unit="um2"} 84200
chip_impl_info{name="crit_path_capture_type",value="output pin"} 1
chip_impl_metric{name="worst_skew_pair.late_latency",unit="ps"} 640
chip_impl_metric{name="floorplanUtilization",unit="%"} 40.6
chip_impl_metric{name="routed_wirelength",unit="um"} 236000
chip_impl_metric{name="grt_remaining_overflow",unit=""} 0
chip_impl_metric{name="numCtsBuffers",unit=""} 74
chip_impl_metric{name="mux_area_share",unit="%"} 18.2
chip_impl_info{name="critical_path.top_delay_family",value="flip-flops"} 1
chip_impl_metric{name="area_share_of_and_or_or_and_cells_after_synthesis",unit="%"} 27.1
chip_impl_metric{name="finalNonFillerCells",unit=""} 5362
chip_impl_metric{name="route.antenna.remaining_nets",unit=""} 0
chip_impl_info{name="netlist.top_cell.by_area",value="dfrtn_1"} 1
chip_impl_metric{name="worst_ir_drop_vdd",unit="mV"} 1.05
chip_impl_metric{name="drive_above_1_share",unit="%"} 57.0
chip_impl_info{name="cts_root_buffer",value="clkbuf_16"} 1
chip_impl_info{name="topCombFamilyByArea",value="AND-OR/OR-AND gates"} 1
chip_impl_metric{name="finalHoldViolations",unit=""} 0
chip_impl_metric{name="grt_start_max_net_pins",unit=""} 37
chip_impl_metric{name="num_io_pins",unit=""} 150
chip_impl_metric{name="cts_num_sinks",unit=""} 608
chip_impl_info{name="ff_type",value="dfrtn_1"} 1
chip_impl_metric{name="critPathArrivalTime",unit="ps"} 2130
chip_impl_metric{name="numPlacedInstances",unit=""} 4908
chip_impl_metric{name="preCtsSetupSlack",unit="ps"} -1710
chip_impl_info{name="critical_path.slowest_cell",value="dfrtn_1"} 1
chip_impl_metric{name="h_tree_level_count",unit=""} 3
chip_impl_metric{name="wl_per_cell",unit="um"} 44.0
chip_impl_metric{name="setup_total_negative_slack",unit="ps"} -396700
chip_impl_metric{name="syn-cell-area",unit="um2"} 34200
chip_impl_metric{name="power_density",unit="nW/um2"} 1150
chip_impl_metric{name="synth-xor-area-share",unit="%"} 0
chip_impl_metric{name="detail_route.first_pass.iterations",unit=""} 9
chip_impl_metric{name="routabilityCongestion",unit=""} 1.08
chip_impl_info{name="setup.worst_path.start_class",value="flip-flop"} 1
chip_impl_metric{name="synthesis.yosys.warnings",unit=""} 2
chip_impl_metric{name="yosys_stat_area",unit="um2"} 34200
chip_impl_metric{name="worst-endpoint-required",unit="ps"} 1200
chip_impl_info{name="worstSetupPathType",value="flip-flop to output pin"} 1
chip_impl_metric{name="dp_wirelength",unit="um"} 143000
chip_impl_metric{name="cap_violations",unit=""} 0
chip_impl_metric{name="cts.clk_slew.worst_paths",unit="ps"} 50
chip_impl_metric{name="drc",unit=""} 0
chip_impl_metric{name="first_global_vias",unit=""} 37900
chip_impl_metric{name="cts.hold.buffers_added",unit=""} 0
chip_impl_metric{name="final.setup_skew",unit="ps"} 22.4
chip_impl_metric{name="standard_cell_rows",unit=""} 106
chip_impl_metric{name="layout.core_utilization",unit="%"} 65.9
chip_impl_metric{name="fp.dieH",unit="um"} 295
chip_impl_metric{name="drt_iter0_drc",unit=""} 4298
chip_impl_metric{name="die_w",unit="um"} 295
chip_impl_metric{name="max_stage_delay",unit="ps"} 570
chip_impl_info{name="yosysMostFrequentCell",value="dfrtn_1"} 1
chip_impl_metric{name="cts_max_path_buffers",unit=""} 3
chip_impl_metric{name="leakage",unit="uW"} 0.0232
chip_impl_metric{name="grt_pass1_wl",unit="um"} 308000
chip_impl_metric{name="routed_via_density",unit=""} 7.19
chip_impl_info{name="hold_path.class",value="flip-flop to flip-flop"} 1
chip_impl_metric{name="openroad.warnings",unit=""} 28
chip_impl_info{name="tritoncts",value="done"} 1
chip_impl_info{name="biggest_area_cells",value="dfrtn_1, mux2_2, a22oi_1"} 1
chip_impl_metric{name="initial_antenna_violation_count",unit=""} 14
chip_impl_metric{name="yosys_stat_cell_total",unit=""} 3246
chip_impl_metric{name="final_critical_path_setup_slack",unit="ps"} -934
chip_impl_metric{name="avgSynthCellArea",unit="um2"} 10.5
chip_impl_metric{name="synth_flops",unit=""} 608
chip_impl_metric{name="io_buffers",unit=""} 149
chip_impl_metric{name="yosys.stat.seqShare",unit="%"} 44.5
chip_impl_metric{name="flow.area_growth_from_synthesis",unit="%"} 62.1
chip_impl_metric{name="setup-violations-final",unit=""} 704
chip_impl_metric{name="path_buffers",unit=""} 1
chip_impl_metric{name="vias",unit=""} 38600
chip_impl_metric{name="adder_share",unit="%"} 0
-- state kept, by name (all words and copies together), names as in the netlist --
signal and flops:
R_Data_C 32, R_Data_A 32, R_Data_B 32, REG_Files 512
-- per-stage QoR --
stage               hold slack [ps]  power [uW]  area, um2
floorplan                       392       31300      35800
global placement                493       39400      44800
detailed placement              494       39500      44800
CTS                             494       61100      52300
global route                    500       65500      55500
finish                          497       64100      55500
-- placed cells by master (no fill, tap or decap), types with 98 or more instances in the layout --
cell / instances
a22oi_2: 143
a22o_1: 123
dfrtn_1: 608
a22oi_1: 238
mux2_4: 278
buf_12: 282
nand2_1: 108
a21oi_1: 179
o22ai_1: 153
buf_6: 113
mux2_2: 257
buf_2: 98
buf_4: 573
-- layer usage --
metal / vias to the layer above / wire length, um / GRT usage, %
met5: - / 968 / 4.03
met4: 30 / 24500 / 38.6
met3: 1266 / 41400 / 33.6
met2: 3493 / 89000 / 69.9
met1: 19200 / 80100 / 66.1
li1: 14600 / - / -
-- logic make-up (layout without fill, tap and decap cells) --
group / count (synthesis) / in the layout
AND-OR/OR-AND: 1360 / 1360
flip-flops: 608 / 608
multiplexers: 554 / 554
buffers and inverters: 393 / 1360
AND/OR/NAND/NOR: 331 / 332
other: 0 / 14
-- area by class of cell --
class                      count  area [um2]
inverter                      26         110
clock buffer                  95        2080
multi-input combinational   2246       21600
clock inverter                37         572
fill                        5914       28700
sequential                   608       15200
antenna                       14        35.0
tap                         1134        1420
timing repair buffer        1202       14400
-- worst reg2reg max path: stages (launching register included) --
cell and delay [ps]:
dfrtn_1 350, mux2_4 280, a32oi_2 200, nand3_2 120, a2111oi_4 290, buf_4 180, nor2_2 30
-- where the power goes --
part | total (uW) | leakage (uW) | internal (uW) | switching, uW
registers | 25700 | 0.00742 | 20400 | 5310
clock network | 20000 | 0.00129 | 11800 | 8200
logic | 18400 | 0.0145 | 10000 | 8340
total | 64100 | 0.0232 | 42200 | 21900
-- path summary, 6_finish.rpt --
check                                              from                           end  slack, ps  depth (start not counted)
hold reg to reg            REG_Files[4][11]$_DFFE_NP0P_  REG_Files[4][11]$_DFFE_NP0P_        500                          1
setup / recovery               R_Data_C[20]$_DFFE_NP0P_                  R_Data_C[20]       -930                          1
hold / removal             REG_Files[4][11]$_DFFE_NP0P_  REG_Files[4][11]$_DFFE_NP0P_        500                          1
setup reg to reg           REG_Files[5][31]$_DFFE_NP0P_      R_Data_A[31]$_DFFE_NP0P_       -100                          6
max in group asynchronous                           Rst      R_Data_A[11]$_DFFE_NP0P_         70                          5
min in group asynchronous                           Rst  REG_Files[5][31]$_DFFE_NP0P_        740                          3
-- timing repair --
action	in CTS	in global routing
setup buffers	176	104
endpoints found under the hold margin	0	0
pin swaps	196	229
endpoints found under the setup margin	704	704
gates resized	907	517
cloned	46	23
No activity file was given, so power comes from the tool's default toggle rates.
